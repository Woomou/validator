File: design/flow/run.sh
#!/bin/bash
# OpenROAD 26Q1-2900-gdf79404cd8, Yosys 0.63+post, stock flow scripts
make -C /OpenROAD-flow-scripts/flow DESIGN_CONFIG=/design/flow/config.mk WORK_HOME=/design/flow/orfs finish
File: design/flow/config.mk
export PLATFORM = sky130hd
export DESIGN_NAME = mac
export DESIGN_NICKNAME = mac
export VERILOG_FILES = /design/flow/design.v
export SDC_FILE = /design/flow/constraint.sdc
export NUM_CORES = 4
export LEC_CHECK = 1
export CORE_UTILIZATION = 50
File: design/flow/design.v
module dotproduct(
    input sync_clk,
	input rst_n,
    input [5:0] x_i,
    input [5:0] w_j,
    output reg[3:0] y_ij
    );
wire [5:0] multip;
assign multip = x_i ^~ w_j;
reg [3:0] look_up [63:0];
always @(posedge sync_clk or negedge rst_n) begin
	if(!rst_n) begin
		y_ij <= 4'b0000;
	end
	else begin
		y_ij <= {look_up[multip],1'b0};
	end
end
initial begin
	look_up[0] = 3'b111;  
	look_up[1] = 3'b110;  
	look_up[2] = 3'b110;  
	look_up[3] = 3'b101;  
	look_up[4] = 3'b110;  
	look_up[5] = 3'b101;  
	look_up[6] = 3'b101;  
	look_up[7] = 3'b000;  
	look_up[8] = 3'b110;  
	look_up[9] = 3'b101;  
	look_up[10] = 3'b101;  
	look_up[11] = 3'b000;  
	look_up[12] = 3'b101;  
	look_up[13] = 3'b000;  
	look_up[14] = 3'b000;  
	look_up[15] = 3'b001;  
	look_up[16] = 3'b110;  
	look_up[17] = 3'b101;  
	look_up[18] = 3'b101;  
	look_up[19] = 3'b000;  
	look_up[20] = 3'b101;  
	look_up[21] = 3'b000;  
	look_up[22] = 3'b000;  
	look_up[23] = 3'b001;  
	look_up[24] = 3'b101;  
	look_up[25] = 3'b000;  
	look_up[26] = 3'b000;  
	look_up[27] = 3'b001;  
	look_up[28] = 3'b000;  
	look_up[29] = 3'b001;  
	look_up[30] = 3'b001;  
	look_up[31] = 3'b010;  
	look_up[32] = 3'b110;  
	look_up[33] = 3'b101;  
	look_up[34] = 3'b101;  
	look_up[35] = 3'b000;  
	look_up[36] = 3'b101;  
	look_up[37] = 3'b000;  
	look_up[38] = 3'b000;  
	look_up[39] = 3'b001;  
	look_up[40] = 3'b101;  
	look_up[41] = 3'b000;  
	look_up[42] = 3'b000;  
	look_up[43] = 3'b001;  
	look_up[44] = 3'b000;  
	look_up[45] = 3'b001;  
	look_up[46] = 3'b001;  
	look_up[47] = 3'b010;  
	look_up[48] = 3'b101;  
	look_up[49] = 3'b000;  
	look_up[50] = 3'b000;  
	look_up[51] = 3'b001;  
	look_up[52] = 3'b000;  
	look_up[53] = 3'b001;  
	look_up[54] = 3'b001;  
	look_up[55] = 3'b010;  
	look_up[56] = 3'b000;  
	look_up[57] = 3'b001;  
	look_up[58] = 3'b001;  
	look_up[59] = 3'b010;  
	look_up[60] = 3'b001;  
	look_up[61] = 3'b010;  
	look_up[62] = 3'b010;  
	look_up[63] = 3'b011;  
end
endmodule
module mac(
	input layer_clk,
	input rst_n,
	input data_en,
	input [7:0] x,
	input [7:0] w,
	output reg[4:0] y
    );
reg[2:0] byte_clk;
localparam TIME_BYTE_CLK = 6;
assign add_byte_clk = data_en;
assign end_byte_clk = add_byte_clk && (byte_clk == TIME_BYTE_CLK - 1);
always @(posedge layer_clk or negedge rst_n) begin
	if(!rst_n) begin
		byte_clk <= 3'b000;
	end
	else if(add_byte_clk) begin
		if(end_byte_clk) begin
			byte_clk <= 3'b000;
		end
		else begin
			byte_clk <= byte_clk + 1'b1;
		end
	end
end
reg[5:0] slice_clk;
localparam TIME_SLICE_CLK = 62;
assign add_slice_clk = end_byte_clk;
assign end_slice_clk = add_slice_clk && (slice_clk == TIME_SLICE_CLK - 1);
always @(posedge layer_clk or negedge rst_n) begin
	if(!rst_n) begin
		slice_clk <= 6'b000_000;
	end
	else if(add_slice_clk) begin
		if(end_slice_clk) begin
			slice_clk <= 6'b000_000;
		end
		else begin
			slice_clk <= slice_clk + 1'b1;
		end
	end
end
reg[5:0] x_slice;
reg[5:0] w_slice;
always @(posedge end_byte_clk or negedge rst_n) begin
	if(!rst_n) begin
		x_slice <= 6'd0;
		w_slice <= 6'd0;
	end
	else if(data_en) begin
		x_slice <= x;
		w_slice <= w;
	end
end
wire[3:0] conseq;
reg[3:0] conseq_r;
dotproduct dotproduct_i(
	.sync_clk(layer_clk),
	.rst_n(rst_n),
	.x_i(x_slice),
	.w_j(w_slice),
	.y_ij(conseq)
);
reg[68:0] y_long; 
always @(posedge end_slice_clk or negedge rst_n) begin
	if(!rst_n) begin
		y_long <= 68'd0;
	end
	else begin
		conseq_r <= conseq;
		y_long <= y_long + (conseq_r << slice_clk);
	end
end
reg [68:0]y_div;
always @(posedge layer_clk or negedge rst_n) begin
	if(!rst_n) begin
		y <= 5'd0;
		y_div <= 69'd0;
	end
	else begin
		y_div <= y_long >> 64;
		y <= y_div[4:0];
	end
end
endmodule
File: design/flow/constraint.sdc
current_design mac

set clk_period 9.6
set clk_io_pct 0.2

create_clock -name clk0 -period $clk_period [get_ports {layer_clk}]

set non_clock_inputs [all_inputs -no_clocks]
set_input_delay [expr $clk_period * $clk_io_pct] -clock clk0 $non_clock_inputs
set_output_delay [expr $clk_period * $clk_io_pct] -clock clk0 [all_outputs]
==> flow_summary_export.csv <==
group,metric,value,unit
sta,count_of_unclocked_register_or_latch_pins,83,
sta,relSlewSlack,43.0,%
pwr,powerDensity,59.9,nW/µm²
logic_synthesis,ys_seq_elements,105,
logic_synthesis,yosysChipArea,8160,µm²
sta,hold_violations,0,
logic_synthesis,ys_types,69,
cts,clkLatencyLatePin,250,ps
flow_run,warnings,34,
pwr,switch_pwr,0.210,mW
cts,ctsLongestPathBuffers,2,
sta,rsz_0062_raised_after_global_routing,"no",
sta,worst_pin_slew,850,ps
cts,post_cts_buffers,0,
logic_synthesis,synthesized_netlist_cell_count,956,
drt,vias_per_cell,5.95,
drt,detail_route.first_pass.iterations,5,
place,io_buffer_count,19,
sta,totalNegativeSetupSlack,0,ps
worst_setup_path,timing.critical_path.fanout_max,19,
floorplanning,floorplan.io_pins,24,
logic_synthesis,synthesis.area,8160,µm²
finish,fill_cells,1507,
logic_synthesis,synth_area_leader_cell,"sky130_fd_sc_hd__dfrtp_1",
floorplanning,core.rowCount,46,
cts,clk_root_buffer_cell,"sky130_fd_sc_hd__clkbuf_16",
logic_synthesis,post_synthesis_sequential_area_ratio,32.4,%
cts,tritoncts,"done",
cts,ctsHoldBuffers,0,
drt,first_iter_violations,360,
sta,max_freq,0.262,GHz
drt,wl,19700,µm
worst_setup_path,crit_required,9720,ps
floorplanning,die-height,130,µm
global_routing,top_usage_layer,"met1",
logic_synthesis,avgSynthCellArea,8.54,µm²
global_routing,grt_first_pass_wirelength,32300,µm
cts,cts.repair.resized,0,
drt,n_antenna_cell,0,
cts,h_tree_levels,1,
drt,drc,0,
logic_synthesis,ys.warnings.count,6,
logic_synthesis,synthTopCellsByArea,"sky130_fd_sc_hd__dfrtp_1, sky130_fd_sc_hd__ha_1, sky130_fd_sc_hd__xnor2_1",
pwr,leakage,3.94,nW
floorplanning,chipWidth,130,µm
pwr,cell_internal_pwr,0.299,mW
finish,area_growth_syn_to_layout,4.02,%
flow_run,max_cap_violations,0,
cts,worst_setup_hold_path_clk_slew,60,ps
global_routing,grt.met3_usage,2.30,%
drt,detailroute.via_count,6831,
cts,cts_buffers,3,
outcome,outcome,"complete, no violations",
logic_synthesis,synth-edff-count,3,
logic_synthesis,synth_stat.cells,956,
pwr,irDropWorstVdd,0.0868,mV
drt,routedWlPerCell,17.1,µm
sta,unconstrained_endpoints,94,
place,dp.final_hpwl,15700,µm
floorplanning,fp-utilization,51.4,%
finish,layout-drive-gt1-share,4.72,%
place,numPlacedInstances,1144,
sta,clock_skew,0.981,ps
pwr,swShare,41.3,%
pwr,share_clk_of_total_power,22.9,%
global_routing,grt.met1_usage,40.7,%
global_routing,grt_pass1_vias,6233,
finish,fin_util,53.5,%
logic_synthesis,top_area_share,31.3,%
logic_synthesis,ff_type,"sky130_fd_sc_hd__dfrtp_1",
worst_setup_path,end_kind,"flop",
sta,setup_violations,0,
floorplanning,design.core.area,15900,µm²
logic_synthesis,synth-async-reset-ratio,97.1,%
global_routing,gr-usage-met2,39.2,%
global_routing,pin_count_of_the_biggest_net_entering_global_routing,58,
finish,post_layout_nonfiller_instances,1148,
worst_hold_path,hold_class,"reg2reg",
place,place.gp.congestion,0.925,
global_routing,antenna_found_initial,0,
sta,finalClockPeriodUsage,39.8,%
global_routing,grt.total_usage,25.3,%
drt,count_of_nets_left_with_antenna_violations_after_detail_routing,0,
pwr,combinationalPowerShare,48.0,%
sta,timing.final.max_slew_violations,0,
global_routing,globalRoute.totalOverflow,0,
worst_setup_path,setup_cp_type,"in2reg",
sta,finalHoldWorstSlack,348,ps
sta,period_minus_slack,3820,ps
pwr,p_seq_share,29.1,%
worst_setup_path,crit_path_start_kind,"input port",
floorplanning,design.die.area,16800,µm²
worst_setup_path,worst_ep_arrival_time,3940,ps
[worst max-delay path, stage by stage]
cell and delay, ps:
sky130_fd_sc_hd__clkdlybuf4s50_1 760, sky130_fd_sc_hd__nand3_1 440, sky130_fd_sc_hd__clkinv_1 470, sky130_fd_sc_hd__nand2_1 230, sky130_fd_sc_hd__o21ai_0 100
[cells by family (layout without fill, tap and decap cells)]
kind of cell	count (synthesis)	in the layout	share of synthesized area, %
adder cells (fa/ha/maj)	75	75	11.6
AND/OR/NAND/NOR	325	325	18.6
flip-flops	105	105	32.4
XOR/XNOR	72	72	7.72
buffers and inverters	81	57	4.70
AND-OR/OR-AND	280	280	22.6
multiplexers	18	18	2.44
[cell usage in the layout, fill, tap and decap left out, types with 5 or more instances in the layout]
cell type	n
sky130_fd_sc_hd__nor2_1	111
sky130_fd_sc_hd__dfrtp_1	102
sky130_fd_sc_hd__nand2_1	82
sky130_fd_sc_hd__a21oi_1	81
sky130_fd_sc_hd__ha_1	74
sky130_fd_sc_hd__xnor2_1	54
sky130_fd_sc_hd__a21o_1	48
sky130_fd_sc_hd__o21ai_0	36
sky130_fd_sc_hd__nor3_1	31
sky130_fd_sc_hd__inv_1	29
sky130_fd_sc_hd__nand4_1	23
sky130_fd_sc_hd__xor2_1	18
sky130_fd_sc_hd__clkdlybuf4s50_1	18
sky130_fd_sc_hd__nand3_1	17
sky130_fd_sc_hd__o21ai_1	17
sky130_fd_sc_hd__a31oi_1	16
sky130_fd_sc_hd__o21bai_1	16
sky130_fd_sc_hd__mux2_2	15
sky130_fd_sc_hd__a211oi_1	15
sky130_fd_sc_hd__nor2b_1	10
sky130_fd_sc_hd__nand2b_1	8
sky130_fd_sc_hd__and3_1	7
sky130_fd_sc_hd__nor4_1	7
sky130_fd_sc_hd__or2_2	6
sky130_fd_sc_hd__and2_1	5
sky130_fd_sc_hd__o21a_1	5
sky130_fd_sc_hd__o211ai_1	5
sky130_fd_sc_hd__buf_4	5
[final timing paths]
path,from,end,slack [ps],cells past startpoint
worst max-delay path,data_en,slice_clk[2]$_DFFE_PN0P_,5780,5
worst min-delay path,y_div[0]$_DFF_PN0_,y[0]$_DFF_PN0_,350,0
worst max register to register,slice_clk[3]$_DFFE_PN0P_,slice_clk[3]$_DFFE_PN0P_,7450,5
worst min register to register,y_div[0]$_DFF_PN0_,y[0]$_DFF_PN0_,350,0
max in group asynchronous,rst_n,slice_clk[3]$_DFFE_PN0P_,7490,1
min in group asynchronous,rst_n,y[0]$_DFF_PN0_,1700,1
[cell type report]
cell class / instances / area [µm²] / area share [%]
Clock buffer: 3 / 75.1 / 0.884
Clock inverter: 1 / 30.0 / 0.354
Inverter: 30 / 113 / 1.33
Multi-Input combinational cell: 770 / 5140 / 60.6
Sequential cell: 105 / 2640 / 31.1
Tap cell: 216 / 270 / 3.18
Timing Repair Buffer: 23 / 218 / 2.56
[per-stage QoR]
step / worst slack, ps / total power, mW / instance area, µm²
floorplan: 6570 / 0.318 / 8160
global placement: 5580 / 0.384 / 8390
detailed placement: 5490 / 0.391 / 8390
CTS: 5770 / 0.512 / 8490
global route: 5530 / 0.553 / 8490
finish: 5780 / 0.509 / 8490
[power by group through the flow]
stage	clock network (mW)	registers (mW)	logic, mW
CTS	0.119	0.148	0.245
global route	0.123	0.153	0.278
finish	0.116	0.148	0.244
[cells in the mapped netlist (all sizes together) (16+ instances only)]
cell    instances
a21o           48
a21oi          83
a31oi          16
buf            19
clkbuf         32
dfrtp         102
ha             74
inv            29
nand2          82
nand3          17
nand4          23
nor2          111
nor3           32
o21ai          53
o21bai         17
xnor2          54
xor2           18
[sequential cells by signal (all words and copies together) (netlist names)]
name	count
byte_clk	3
x_slice	6
y_div	5
conseq_r	3
slice_clk	6
y	5
w_slice	6
dotproduct_i.y_ij	3
y_long	68
[layer usage]
layer	part of all wire, %	routed length [µm]
met1	49	9710
met2	45	8900
met3	3.8	738
met4	1.6	308
met5	0	0
No activity file was given, so power comes from the tool's default toggle rates.
